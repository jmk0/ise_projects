### flow/config.mk
export PLATFORM = sky130hd
export DESIGN_NAME = clkdiv
export DESIGN_NICKNAME = clkdiv
export VERILOG_FILES = /design/flow/design.v
export SDC_FILE = /design/flow/constraint.sdc
export NUM_CORES = 4
export LEC_CHECK = 1
export CORE_AREA = 10 10 111 111
export DIE_AREA = 0 0 121 121
### flow/constraint.sdc
current_design clkdiv

set clk_period 1.0
set clk_io_pct 0.2

create_clock -name clk0 -period $clk_period [get_ports {mclk}]

set non_clock_inputs [all_inputs -no_clocks]
set_input_delay [expr $clk_period * $clk_io_pct] -clock clk0 $non_clock_inputs
set_output_delay [expr $clk_period * $clk_io_pct] -clock clk0 [all_outputs]
### flow/design.v
module clkdiv
  (input wire mclk,     
   input wire clr,      
   input wire halt,     
   output wire clk190,  
   output wire clk25,   
   output wire clk3     
   );
   reg [23:0]  q = 0;
   always @(posedge mclk or posedge clr or posedge halt) begin
      if (halt == 1) q <= q;
      else if (clr == 1) q <= 0;
      else q <= q + 1;
   end
   assign clk190 = q[14];
   assign clk25 = q[0];
   assign clk3 = q[23];  
endmodule  
### flow/run.sh
#!/bin/bash
# OpenROAD 26Q1-2900-gdf79404cd8, Yosys 0.63+post, stock flow scripts
make -C /OpenROAD-flow-scripts/flow DESIGN_CONFIG=/design/flow/config.mk WORK_HOME=/design/flow/orfs finish
==> results.sh <==
# flow metrics
export IMPL_outcome="complete, but fails checks"
export IMPL_violations="negative setup slack"
export IMPL_edf_count=0
export IMPL_top_cells_by_count="nand2_1 (31), a21oi_1 (24), dfbbp_1 (24)"
export IMPL_finalSetupViolations=25
export IMPL_synth_distinct_cells=21
export IMPL_most_common_cell="nand2_1"
export IMPL_numCtsBuffers=3
export IMPL_rows=36
export IMPL_grt_max_degree=25
export IMPL_grt_pass1_vias=1181
export IMPL_wire_per_inst_um=9.62
export IMPL_skew_ns=0.00344
export IMPL_cp_data_required_time_ns=1.10
export IMPL_fin_util=0.224
export IMPL_whs_ns=0.420
export IMPL_dpl_hpwl_mm=2.16
export IMPL_critPathMostFrequentCell="nand4_1"
export IMPL_cap_violations=0
export IMPL_met2_usage=0.0660
export IMPL_clock_latency_late_pin_ns=0.27
export IMPL_core_mm2=0.00986
export IMPL_top_register="q"
export IMPL_r2r_end="q[18]$_DFFSR_PPP_"
export IMPL_r2r_start="q[1]$_DFFSR_PPP_"
export IMPL_grt_util_all_layers=0.0439
export IMPL_crit_chain="ha_4, nand4_1, nor4_4, nand4_1, xnor2_1"
export IMPL_largest_reg_flops=24
export IMPL_hold_path_class="reg2async"
export IMPL_drive_gt1_frac=0.374
export IMPL_top_usage_layer="met2"
export IMPL_met3_usage=0.0137
export IMPL_startpoint_type="flip-flop"
export IMPL_postSynthSeqShare=0.526
export IMPL_min_period_over_period=1.62
export IMPL_worst_pin_slew_ns=0.302
export IMPL_wirelength_mm=3.08
export IMPL_postCtsHoldBufs=0
export IMPL_fin_area_mm2=0.00221
export IMPL_grt_use_met1=0.0631
export IMPL_critPathBufInv=0
export IMPL_nFillCells=1020
export IMPL_worst_r2r_cell_count=5
export IMPL_cp_end_kind="flip-flop"
export IMPL_max_slew_margin=0.797
export IMPL_ys_async_sr_fraction=1.00
export IMPL_crit_arrival_ns=1.72
export IMPL_grt_pass1_wl_mm=5.50
export IMPL_hold_violations=0
export IMPL_io_buffers=5
export IMPL_vias_per_cell=3.85
export IMPL_drc=0
export IMPL_gp_congestion=0.782
export IMPL_drt_iter0_drc=88
export IMPL_path_depth=5
export IMPL_antenna_cells=0
export IMPL_leakagePower_nw=0.864
export IMPL_ff_type="dfbbp_1"
export IMPL_ctsLongestPathBuffers=2
export IMPL_reg_largest_list="q x24"
export IMPL_tns_ns=-11.44
export IMPL_regToRegSetupSlack_ns=-0.62
export IMPL_syn_area_mm2=0.00148
export IMPL_die_h_um=121
export IMPL_postSynthAreaPerCell_um2=10.5
export IMPL_synth_area_leader_cell="dfbbp_1"
export IMPL_dieWidth_um=121
export IMPL_grt_overflow=0
export IMPL_cts_sink_count=24
export IMPL_drt_pass1_iter_count=4
export IMPL_chipArea_mm2=0.0146
export IMPL_ys_warn_count=4
export IMPL_synth_cells=141
export IMPL_syn_to_final_growth_pct=48.7
export IMPL_fmax_mhz=618
export IMPL_num_vias=1231
export IMPL_critPathKind="reg2reg"
export IMPL_drv_slew=0
export IMPL_ios=6
export IMPL_numSynthFlops=24
export IMPL_yosysCellCount=141
export IMPL_clock_root_buffer="clkbuf_8"
export IMPL_antenna_found_initial=0
export IMPL_dp_slack_ns=-0.625
export IMPL_dpl_cell_area_mm2=0.00202
export IMPL_h_tree_depth=1
export IMPL_cts_tree="done"
export IMPL_initCoreUtil=0.150
export IMPL_ys_chip_area_mm2=0.00148
export IMPL_tool_warnings=28
export IMPL_setup_ws_ns=-0.619
export IMPL_path_max_fanout=4
export IMPL_critPathSlowestCell="dfbbp_1"
export IMPL_synth_top_cell_area_share=0.526
export IMPL_powerDensity_mw_per_mm2=866
export IMPL_fin_crit_ns=1.62
export IMPL_ir_worst_vdd_mv=0.467
export IMPL_crit_family="flip-flops"
export IMPL_path_clk_slew_ns=0.09
export IMPL_drtAntennaViolNets=0
export IMPL_layout_area_comb_um2=778
export IMPL_cpPeakStageDelay_ns=0.60
export IMPL_synth_area_top_cells="dfbbp_1 (53%), xnor2_1 (10%), a21oi_1 (8.1%)"
export IMPL_layout_area_seq_um2=781
export IMPL_rsz0062_at_grt="true"
metal layers:
layer	share of wire	vias to the layer above
met2	0.44	12
met1	0.50	597
li1	-	620
met5	0	-
met4	0.012	0
met3	0.044	2
worst register-to-register path: cells and delay by family, from the launching register on:
family                   cells  cell delay [ns]
XOR/XNOR                     1             0.14
flip-flops                   1             0.60
adder cells (fa/ha/maj)      1             0.17
AND/OR/NAND/NOR              3             0.54
layout by cell type, fill, tap and decap left out, types with 4 or more instances in the layout:
cell type / synthesis / layout
a21oi_1: 24 / 24
xor2_1: 5 / 5
nand3_1: 8 / 4
xnor2_1: 17 / 16
buf_6: 0 / 10
nand2_1: 31 / 29
buf_4: 0 / 37
dfbbp_1: 24 / 24
nand4_1: 5 / 5
cells by family (layout without fill, tap and decap cells):
family	Yosys count	after routing	share of synthesized area
buffers and inverters	9	55	0.0228
DFF	24	24	0.526
xor gates and xnor gates	22	22	0.130
and+or+nand+nor	61	61	0.232
AOI/OAI and AO/OA	24	24	0.0809
adders and majority gates	1	1	0.00843
how the worst max path moves through the flow:
stage,startpoint,endpoint,slack (ns)
CTS,q[0]$_DFFSR_PPP_,q[18]$_DFFSR_PPP_,-0.62
global route,q[1]$_DFFSR_PPP_,q[18]$_DFFSR_PPP_,-0.70
finish,q[1]$_DFFSR_PPP_,q[18]$_DFFSR_PPP_,-0.62
timing repair:
item                       in CTS  in global routing
resized                        30                  8
setup buffers                   5                  3
setup endpoints to repair      25                 25
pin swaps                      12                  8
where the power goes:
| group | leakage (nW) | internal, mW | switching [mW] | total [mW] |
|---|---|---|---|---|
| clock | 0.0216 | 0.270 | 0.314 | 0.583 |
| sequential | 0.301 | 1.23 | 0 | 1.23 |
| combinational | 0.541 | 0.0381 | 0.0586 | 0.0967 |
cell type report:
type,count,share of cell area
flip-flops and latches,24,0.354
multi-input cells,108,0.353
repair buffers,51,0.197
well taps,133,0.0754
clock buffers,3,0.0187
inverters,1,0.00170
through the flow:
stage	power, mW	std cells
2_1_floorplan	1.32	141
3_3_place_gp	1.35	312
3_5_place_dp	1.35	312
4_1_cts	1.93	319
5_1_grt	1.97	320
6_report	1.91	320
No activity file was given, so power comes from the tool's default toggle rates.
