File: ./config.mk
export PLATFORM = sky130hd
export DESIGN_NAME = x7segbc
export DESIGN_NICKNAME = x7segbc
export VERILOG_FILES = /design/flow/design.v
export SDC_FILE = /design/flow/constraint.sdc
export NUM_CORES = 4
export LEC_CHECK = 1
export CORE_AREA = 10 10 70 70
export DIE_AREA = 0 0 80 80
File: ./constraint.sdc
current_design x7segbc

set clk_period 3.4
set clk_io_pct 0.2

create_clock -name clk0 -period $clk_period [get_ports {cclk}]

set non_clock_inputs [all_inputs -no_clocks]
set_input_delay [expr $clk_period * $clk_io_pct] -clock clk0 $non_clock_inputs
set_output_delay [expr $clk_period * $clk_io_pct] -clock clk0 [all_outputs]
File: ./design.v
module x7segbc
  (input wire [15:0] x,       
   input wire cclk,           
   input wire clr,            
   output reg [6:0] a_to_g,   
   output reg [3:0] an,       
   output wire dp             
   );
   reg [1:0]   s;
   reg [3:0]   digit;
   wire [3:0]  aen;
   assign dp = 1;  
   assign aen = 4'b1111;
   always @(*)
     case (s)
       0: digit = x[3:0];
       1: digit = x[7:4];
       2: digit = x[11:8];
       3: digit = x[15:12];
       default: digit = x[3:0];
     endcase  
   always @(*)
     case (digit)
       4'b0001 : a_to_g = 7'b1111001;    
       4'b0010 : a_to_g = 7'b0100100;    
       4'b0011 : a_to_g = 7'b0110000;    
       4'b0100 : a_to_g = 7'b0011001;    
       4'b0101 : a_to_g = 7'b0010010;    
       4'b0110 : a_to_g = 7'b0000010;    
       4'b0111 : a_to_g = 7'b1111000;    
       4'b1000 : a_to_g = 7'b0000000;    
       4'b1001 : a_to_g = 7'b0010000;    
       4'b1010 : a_to_g = 7'b0001000;    
       4'b1011 : a_to_g = 7'b0000011;    
       4'b1100 : a_to_g = 7'b1000110;    
       4'b1101 : a_to_g = 7'b0100001;    
       4'b1110 : a_to_g = 7'b0000110;    
       4'b1111 : a_to_g = 7'b0001110;    
       default : a_to_g = 7'b1000000;    
     endcase  
   always @(*)
     begin
        an = 4'b1111;
        if (aen[s] == 1)
          an[s] = 0;
     end
   always @(posedge cclk or posedge clr)
     begin
        if (clr == 1)
          s <= 0;
        else
          s <= s + 1;
     end
endmodule  
File: ./run.sh
#!/bin/bash
# OpenROAD 26Q1-2900-gdf79404cd8, Yosys 0.63+post, stock flow scripts
make -C /OpenROAD-flow-scripts/flow DESIGN_CONFIG=/design/flow/config.mk WORK_HOME=/design/flow/orfs finish
==> impl_metrics.env <==
# physical design summary
export IMPL_maxCapViolCount=0
export IMPL_hold_ws_ns=0.536
export IMPL_utilization_pct=29.5
export IMPL_finalCriticalPeriod_ns=3.24
export IMPL_dp_hpwl_mm=1.40
export IMPL_rows=21
export IMPL_syn_inst=63
export IMPL_met1_usage_pct=5.64
export IMPL_htree_levels=1
export IMPL_slew_viol_final=0
export IMPL_yosys_warnings=1
export IMPL_die_area_mm2=0.00640
export IMPL_required_ns=2.72
export IMPL_met3_usage_pct=3.98
export IMPL_clk_latency_ns=0.22
export IMPL_end_kind="output pin"
export IMPL_clk_pin_slew_worst_paths_ns=0.03
export IMPL_post_drt_wl_per_cell_um=10.8
export IMPL_antenna_found_initial=0
export IMPL_fillers=374
export IMPL_ys_ff=2
export IMPL_grt_ovfl_total=0
export IMPL_ys_cells=63
export IMPL_drtPass1Iterations=4
export IMPL_grt_pass1_wl_mm=2.68
export IMPL_ctsLongestPathBuffers=2
export IMPL_cp_arrival_ns=2.56
export IMPL_cp_start_kind="input port"
export IMPL_r2r_slack_ns=2.50
export IMPL_grt_max_degree=9
export IMPL_drive_gt1_share_pct=24.8
export IMPL_drt_iter0_markers=9
export IMPL_cp_startpoint="x[9]"
export IMPL_grt_total_usage_pct=5.02
export IMPL_reg_largest_list="s (2)"
export IMPL_routabilityCongestion=0.786
export IMPL_outcome="complete, no violations"
export IMPL_ys_seq_share_pct=9.28
export IMPL_top_register="s"
export IMPL_hp_class="reg2reg"
export IMPL_finalHoldViolations=0
export IMPL_logic_area_um2=429
export IMPL_syn_to_final_growth_pct=87.0
export IMPL_port_buffers=28
export IMPL_finalSetupViolCount=0
export IMPL_avgSynthCellArea_um2=8.56
export IMPL_cts_tree="yes"
export IMPL_r2r_start="s[0]$_DFF_PP0_"
export IMPL_die_h_um=80
export IMPL_drc=0
export IMPL_regArea_um2=50.0
export IMPL_cts_sinks=2
export IMPL_ys_types=21
export IMPL_leakage_nw=0.568
export IMPL_worstRegToRegCells=2
export IMPL_coreArea_mm2=0.00342
export IMPL_route_vias_total=566
export IMPL_final_antenna_net_count=0
export IMPL_peakVddDrop_mv=0.0943
export IMPL_tool_warnings=33
export IMPL_setup_worst_path_end="a_to_g[4]"
export IMPL_p_per_area_mw_per_mm2=149
export IMPL_clock_skew_ns=0.00192
export IMPL_pin_count=30
export IMPL_numCtsBuffers=3
export IMPL_die_w_um=80
export IMPL_syn_area_um2=539
export IMPL_fin_crit_sh_pct=95.4
export IMPL_r2r_end="s[1]$_DFF_PP0_"
export IMPL_diodes=0
export IMPL_cp_max_fo=2
export IMPL_crit_type="in2out"
export IMPL_grt_pass1_vias=629
export IMPL_max_freq_ghz=0.308
export IMPL_cts_root_buf="clkbuf_4"
export IMPL_viasPerCell=3.75
export IMPL_fp_util_pct=15.8
export IMPL_wl_mm=1.63
export IMPL_top_usage_layer="met2"
export IMPL_synth_area_yosys_um2=539
export IMPL_largest_register_ff_count=2
export IMPL_use_met2_pct=7.62
## metrics by stage
| step | TNS (ns) | cells | cell area [um2] | setup WS (ns) | power (mW) |
|---|---|---|---|---|---|
| 2_1_floorplan | 0 | 63 | 539 | 0.841 | 0.0521 |
| 3_3_place_gp | -0.200 | 143 | 921 | -0.0464 | 0.0961 |
| 3_5_place_dp | -0.212 | 143 | 921 | -0.0658 | 0.0969 |
| 4_1_cts | 0 | 147 | 951 | 0.00734 | 0.152 |
| 5_1_grt | -0.000367 | 151 | 1010 | -0.000367 | 0.162 |
| 6_report | 0 | 151 | 1010 | 0.157 | 0.150 |
## synth_stat cells (all sizes together)
cell	n	share of area, %
xnor2	1	1.6
o22ai	3	3.5
o21ai	2	1.9
a22oi	1	1.4
buf	3	4.4
dfrtp	2	9.3
inv	14	9.7
a222oi	3	5.6
nand2	4	2.8
nand2b	1	2.6
nor2	1	1.2
or3	1	1.2
conb	1	0.70
and3	1	1.2
ha	11	26
mux2i	12	23
a221o	1	1.9
mux2	1	2.8
## where the power goes
group          switching, mW  internal, mW
registers                  0        0.0240
logic                 0.0249        0.0494
clock network         0.0130        0.0389
total                 0.0379         0.112
## area by class of cell
type / count / area share [%]
well taps: 46 / 5.71
clock buffers: 3 / 2.23
repair buffers: 42 / 39.3
multi-input cells: 44 / 42.6
flip-flops and latches: 2 / 4.96
inverters: 14 / 5.21
## what timing repair did
action | 4_1_cts | 5_1_grt
buffers inserted | 1 | 4
pin swaps | 2 | 5
resized | 3 | 10
endpoints found under the setup margin | 5 | 5
cloned | 0 | 0
hold buffers | 0 | 0
endpoints found under the hold margin | 0 | 0
## worst max-delay path: stages
cell and delay [ns]:
clkdlybuf4s50_1 0.41, a22oi_2 0.17, nand2_1 0.08, mux2i_1 0.16, inv_1 0.08, buf_4 0.13, ha_1 0.18, or3_1 0.37
o21ai_1 0.09, clkdlybuf4s15_1 0.20
## cell families (layout without fill, tap and decap cells)
group           after synthesis  in the layout  share of synthesized area, %
mux                          13             13                          25.8
other cells                   1              1                         0.695
simple gates                  8              8                          8.82
xor+xnor                      1              1                          1.62
flops                         2              2                          9.28
compound gates               10             10                          14.2
fa+ha+maj                    11             11                          25.5
buf+inv                      17             59                          14.2
## routing by layer
layer	part of all wire, %	vias up
met4	0	0
met5	0	-
li1	-	298
met3	15	0
met1	42	243
met2	42	25
## placed cells by master (no fill, tap or decap), types with 2 or more instances in the layout
cell / netlist / final
ha_2: 0 / 3
buf_4: 1 / 14
clkbuf_4: 0 / 3
dfrtp_1: 2 / 2
dlymetal6s2s_1: 0 / 5
mux2i_1: 11 / 11
ha_1: 11 / 8
clkdlybuf4s50_1: 0 / 21
inv_1: 14 / 14
o22ai_1: 3 / 3
a222oi_1: 3 / 3
nand2_1: 4 / 4
## worst min-delay path by stage
stage	cells past startpoint	to	startpoint	slack, ns
4_1_cts	1	s[0]$_DFF_PP0_	s[0]$_DFF_PP0_	0.53
5_1_grt	1	s[0]$_DFF_PP0_	s[0]$_DFF_PP0_	0.57
6_report	1	s[0]$_DFF_PP0_	s[0]$_DFF_PP0_	0.54
No activity file was given, so power comes from the tool's default toggle rates.
