--- design/flow/config.mk ---
export PLATFORM = sky130hd
export DESIGN_NAME = ALU
export DESIGN_NICKNAME = ALU
export VERILOG_FILES = /design/flow/design.v
export SDC_FILE = /design/flow/constraint.sdc
export NUM_CORES = 4
export LEC_CHECK = 1
export CORE_AREA = 10 10 80 80
export DIE_AREA = 0 0 90 90
--- design/flow/constraint.sdc ---
current_design ALU

set clk_period 3.2
set clk_io_pct 0.2

create_clock -name clk0 -period $clk_period

set non_clock_inputs [all_inputs -no_clocks]
set_input_delay [expr $clk_period * $clk_io_pct] -clock clk0 $non_clock_inputs
set_output_delay [expr $clk_period * $clk_io_pct] -clock clk0 [all_outputs]
--- design/flow/design.v ---
module ALU
  #(parameter N = 8)
  (input wire [1:0] op,  
   input wire [N-1:0] a,
   input wire [N-1:0] b,
   output reg [N-1:0] result,
   output reg cf,
   output reg ovf);
   wire [N-1:0] adderSum;
   wire         adderCF, adderOVF;
   adder #(.N(N)) ALUadder
     (.a(a),
      .b(b),
      .sum(adderSum),
      .cf(adderCF),
      .ovf(adderOVF));
   always @(*) begin
      case (op)
	2'b00: begin  
	   result <= result;
	   cf <= 0;
	   ovf <= 0;
	end
	2'b01: begin  
           result <= adderSum;
           cf <= adderCF;
           ovf <= adderOVF;
	end
	2'b10: begin  
	   cf <= a[N-1];
	   ovf <= 0;
	   result[N-1:0] <= { a[N-2:0], 1'b0 };
	end
	2'b11: begin  
	   cf <= b[N-1];
	   ovf <= 0;
	   result[N-1:0] <= { b[N-2:0], 1'b0 };
	end
	default: begin  
           result <= 0;
           cf <= 0;
           ovf <= 0;
	end
      endcase  
   end  
endmodule  
module adder
  #(parameter N = 8)
  (input wire [N-1:0] a,
   input wire [N-1:0] b,
   output reg [N-1:0] sum,
   output reg cf,
   output reg ovf);
   reg [N:0]  temp;
   always @(*) begin
      temp = {1'b0,a} + {1'b0,b};
      sum = temp[N-1:0];
      cf = temp[N];
      ovf = sum[N-1] ^ a[N-1] ^ b[N-1] ^ cf;
   end
endmodule  
--- design/flow/run.sh ---
#!/bin/bash
# OpenROAD 26Q1-2900-gdf79404cd8, Yosys 0.63+post, stock flow scripts
make -C /OpenROAD-flow-scripts/flow DESIGN_CONFIG=/design/flow/config.mk WORK_HOME=/design/flow/orfs finish
==> impl_metrics.ini <==
; generated from flow reports
[hold_path]
min-delay-path-class = in2out
min_path_cells = 5
min-delay-start = a[7]
hold_path_end = cf

[critical_path]
cp-start-kind = input port
crit_fanout = 2
cp_data_required_time_ns = 2.56
critPathArrivalTime_ns = 2.44
crit_type = in2out
end_kind = primary output

[flow_run]
tool_warnings = 32
drv_cap = 0

[sta]
drv_slew = 0
untimed_endpoints = 16
fmaxAchievable_mhz = 324.6
rsz0062_at_grt = no
hold_violations = 0
holdWs_ns = 1.909
setup_slack_ns = 0.1195
setup_violations = 0
worst_pin_slew_ns = 0.2636
unclocked_pins = 8
post-route-period-util = 0.9626
slew_headroom = 0.8239
period_minus_slack_ns = 3.080

[floorplanning]
fp_util = 0.1452
die_x_um = 90
pin_count = 28
num_rows = 25
chipArea_mm2 = 0.008100
die_h_um = 90
coreArea_mm2 = 0.004723

[finish]
reg_top3 = result (8)
logic_area_um2 = 659.4
fillers = 492
seq_area_um2 = 120.1
largest_register_ffs = 8
layout-drive-gt1-share = 0.3409
syn_to_final_growth_pct = 92.70
fin_area_mm2 = 0.001321
regMostFlops = result
final_util = 0.2797

[logic_synthesis]
top_area_frac = 0.1752
async_flop_share = 0
edf_count = 0
ys_chip_area_um2 = 685.7
yosys_warnings = 2
ff_type = dlxtp_1
ys_types = 30
synth_area_um2 = 685.7
ys_cells = 84
most_common_cell = a21oi_1
synth_flops = 8
area_leaders = dlxtp_1 18%, ha_1 15%, a21oi_1 7.3%
synth.largest_area_cell = dlxtp_1
synth_cells = 84
syn_area_per_cell_um2 = 8.163
ys_top_cells_by_count = 10 x a21oi_1, 8 x dlxtp_1, 8 x ha_1, 8 x o21ai_0, 5 x mux2i_1

[place]
post_dp_cell_area_mm2 = 0.001196
gp_congestion = 0.8527
numPortBuffers = 28
post-dp-hpwl_mm = 1.790
post-place-ws_ns = -0.7193

[detailed_routing]
dr.pass1.iters = 2
wirelength_mm = 2.197
drtIter0Drc = 32
antenna_cells_inserted = 0
vias = 759
wire_per_inst_um = 11.04
highest_layer = met3
drc = 0
viasPerCell = 3.814
ant_nets = 0
drt-met1-wl_mm = 1.058
routed-wl-met3_um = 157
wl_met2_um = 982

[global_route]
grt_pass1_wl_mm = 3.594
grt_pass1_vias = 760
grtUsageTotal = 0.05126
grt_antenna_before_repair = 0
grt_max_degree = 17
gr-total-overflow = 0

[pwr]
seqPwrFrac = 0.083
finalPower_mw = 0.2222
p_clk_frac = 0
p_leak_nw = 0.5942
powerDensity_mw_per_mm2 = 168.2
max-vdd-ir-drop_uv = 39.41
p_comb_frac = 0.917
swShare = 0.3725
internal_power_mw = 0.1395
p_sw_mw = 0.08277

[clock_network]
holdBufCountCts = 0

[run_status]
status = finished, final reports clean
## placed cells by master (no fill, tap or decap), types with 2 or more instances in the layout
master           instances
ha_2                     2
clkdlybuf4s50_1         13
xor2_1                   3
nand3_1                  2
mux2_2                   3
buf_4                   23
dlxtp_1                  8
o21bai_1                 3
dlygate4sd2_1            5
a2111oi_2                3
mux2i_1                  5
dlymetal6s2s_1           7
a21o_1                   3
o21ai_1                  4
nor2_1                   4
nand2_1                  3
xnor2_1                  3
o21ai_0                  5
a21oi_1                 10
nor3_1                   2
ha_4                     6
a211oi_2                 2
## worst max path at each step
| stage | from | to | slack, ns | cells past startpoint |
|---|---|---|---|---|
| CTS | a[4] | ovf | 0.02 | 8 |
| global route | b[2] | ovf | 0.003 | 8 |
| finish | b[0] | ovf | 0.12 | 9 |
## per-layer routing
layer	global-route usage	vias to the layer above
met5	0	-
li1	-	413
met3	0.01509	0
met1	0.07020	331
met2	0.08293	15
met4	0	0
## power groups by stage
stage	Clock [mW]	Combinational [mW]	Sequential (mW)
CTS	0	0.196	0.0187
global route	0	0.227	0.0195
finish	0	0.204	0.0184
## stage by stage
step	TNS (ns)	cells
global placement	-1.055	197
global route	0	199
CTS	0	199
detailed placement	-1.037	197
floorplan	0	84
finish	0	199
## cells by family after synthesis
group	share of synthesized area
AOI/OAI and AO/OA	0.3212
xor gates and xnor gates	0.07666
latches	0.1752
buffers and inverters	0.02189
muxes	0.1223
adders and majority gates	0.1752
and+or+nand+nor	0.1077
## what timing repair did
action	CTS	global route
setup buffers	2	0
gates resized	25	18
setup endpoints to repair	2	1
pin swaps	10	9
endpoints found under the hold margin	0	0
## worst max-delay path, cell delays in order
cell	delay [ns]
clkdlybuf4s15_1	0.18
ha_2	0.18
fa_2	0.36
a211oi_2	0.25
o21ai_1	0.11
a21o_1	0.20
a211o_1	0.30
a21oi_2	0.11
buf_2	0.11
## final cells by class
type / instances / area share
tap: 67 / 0.06345
inverter: 1 / 0.002841
multi-input combinational: 72 / 0.4991
timing repair buffer: 51 / 0.3437
sequential: 8 / 0.09091
Power is estimated from default activity; no workload was simulated.
